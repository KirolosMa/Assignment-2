File: ./config.mk
export PLATFORM = sky130hd
export DESIGN_NAME = code_check
export DESIGN_NICKNAME = code_check
export VERILOG_FILES = /design/flow/design.v
export SDC_FILE = /design/flow/constraint.sdc
export NUM_CORES = 4
export LEC_CHECK = 1
export CORE_AREA = 10 10 70 70
export DIE_AREA = 0 0 80 80
File: ./constraint.sdc
current_design code_check

set clk_period 1.7
set clk_io_pct 0.2

create_clock -name clk0 -period $clk_period [get_ports {i_clock}]

set non_clock_inputs [all_inputs -no_clocks]
set_input_delay [expr $clk_period * $clk_io_pct] -clock clk0 $non_clock_inputs
set_output_delay [expr $clk_period * $clk_io_pct] -clock clk0 [all_outputs]
File: ./design.v
`timescale 1ns / 1ps
module code_check(
    input       i_clock,
    input [7:0] i_user_code,
    input       i_clear,
    input       i_valid_in,
    output reg  o_lock,
    output reg  o_acess_grant
    );
	 reg       count ;
	 reg       clear ; 
	 reg [7:0] value  ;
always@(posedge i_clock)
   begin 
	     if(i_clear == 1) 
		  begin
		  o_acess_grant <= 0  ;
		  count <= 0 ;
		  end
        if((i_user_code == 8'b01001101)&& i_valid_in && (!o_lock)) 
		  begin
		  o_acess_grant <= 1;
		  clear <= 1 ;
		  count <= 0 ;
		  end
		  else 
		  begin
		  count <= 0 ;
		  o_acess_grant<=0;
		  end
		  if ((i_user_code!=8'b01001101)&& i_valid_in && (!o_lock))
		  begin
		  o_acess_grant <= 0 ; 
		  clear <= 0 ;
		  count <= 1 ;
		  end
   end 
always@(posedge i_clock ) 
   begin 
	     if ((i_clear)|(clear==1)) 
		  value <= 8'b0 ;
		  else
        if( (count==1) && (!o_lock)) 
        value<= value + 8'b00000001 ; 
    end 
always@(*) 
   begin 
		o_lock = (value[2] & (!value[1]) & (!value[0]));
  	end
endmodule
File: ./run.sh
#!/bin/bash
# OpenROAD 26Q1-2900-gdf79404cd8, Yosys 0.63+post, stock flow scripts
make -C /OpenROAD-flow-scripts/flow DESIGN_CONFIG=/design/flow/config.mk WORK_HOME=/design/flow/orfs finish
==> impl_metrics.yaml <==
# synthesis and place-and-route metrics
synth:
  adder_share_pct: 4.61
  synth_seq_share_pct: 44.2
  synth.area.mux_share_pct: 0
  synthCells: 26
  aoi_share_pct: 12.4
  top_cell: "dfxtp_1"
  ys_top_cells_by_count: "dfxtp_1, a211oi_1, nand2_1, nor2_1"
  edf_count: 0
  ys_area_um2: 272
  synthesis.area_um2: 272
  top_area_cell: "dfxtp_1"
  avgSynthCellArea_um2: 10.4
  yosys_warnings: 1
  xor_area_share_pct: 0
  synth_cell_types: 18
  ys_cells: 26
  synth.area.top_cells: "dfxtp_1, nor4b_4, a211oi_1"
  top_area_share_pct: 44.2
  numSynthFlops: 6
  postSynth.asyncResetShare_pct: 0
  yosys-dominant-comb-family: "simple AND/OR/NAND/NOR gates"
  yosys.area_share.simple_pct: 37.3
  synthFlopType: "dfxtp_1"
sta:
  finalHoldViolations: 0
  finalCriticalPeriod_ps: 1540
  fmax_mhz: 651
  whs_ps: 493
  fin_skew_ps: 3.21
  worst_pin_slew_ps: 213
  finalCritPeriodShare_pct: 90.4
  rsz0062_at_grt: "false"
  relSlewSlack_pct: 85.7
  drv_slew: 0
  setup_viol: 0
drt:
  drt-initial-drc-count: 6
  drt_first_pass_iters: 3
  num_vias: 268
  via_per_inst: 2.91
  antenna_left: 0
  antennaDiodeCount: 0
  drc: 0
  wl_um: 738
  wl_per_cell_um: 8.02
floorplan:
  die-area_mm2: 0.00640
  die_w_um: 80
  design.core.area_mm2: 0.00342
  row_count: 21
  fp_util_pct: 7.95
  die_y_um: 80
  num_io_pins: 13
critical_path:
  cp_top_family: "simple AND/OR/NAND/NOR gates"
  cp_max_fo: 2
  crit_buf_inv: 2
  crit_type: "flip-flop to output port"
  path_cells: "or3b_4, inv_2, dlygate4sd2_1"
  cp.required_ps: 1360
  critPathMaxStageDelay_ps: 390
  critPathArrivalTime_ps: 1200
  crit_slowest_cell: "or3b_4"
  cp-end-kind: "output port"
  start_kind: "flip-flop"
hold_path:
  hp-class: "flip-flop to flip-flop"
clocking:
  cts_inserted_buffers: 3
  root_buffer: "clkbuf_4"
  cts.sinks: 6
  cts_tree: "done"
  insertion_delay_ps: 240
  h-tree-depth: 1
  clkTransAtPathRegs_ps: 50
  clockBufferDepth: 2
power:
  total_power_w: 0.000328
  p_seq_share_pct: 46.1
  power_frac_clock_pct: 38.8
  pwr_density_cell_mw_per_mm2: 638
  comb_power_share_pct: 15.1
  leakagePower_nw: 0.204
  internal_power_w: 0.000263
  p_sw_w: 0.0000657
  netSwitchingFraction_pct: 20.0
  peakVddDrop_mv: 0.229
global_route:
  antenna_found_initial: 0
  grt_pass1_wl_mm: 1.12
  overflow: 0
  first_global_vias: 313
  grt_usage_pct: 2.18
  grt_max_degree: 6
placed_design:
  port_buffers: 12
  hpwl_um: 596
  dp.cells: 86
  gp_congestion: 0.715
job:
  maxCapViolations: 0
  warnings: 25
finish:
  final_cell_count_no_fill: 92
  area_growth_pct: 89.4
  postLayoutCoreUtil_pct: 15.1
  drive_above_1_share_pct: 34.8
run_status:
  outcome: "finished, final reports clean"
## repair_timing
action	4_1_cts	5_1_grt
resized	6	0
setup endpoints to repair	1	0
setup buffers	3	0
hold buffers	0	0
## cells by family (layout without fill, tap and decap cells)
family | after synthesis | in the layout
AND/OR/NAND/NOR | 13 | 13
flip-flops | 6 | 6
AND-OR/OR-AND | 5 | 5
buffers and inverters | 1 | 21
adder cells (fa/ha/maj) | 1 | 1
## layout by cell type (no fill, tap or decap)
cell type        instances
nand3b_1                 1
nor2_1                   2
dfxtp_1                  3
buf_4                    5
dfxtp_2                  3
or4b_4                   1
dlygate4sd2_1            1
clkdlybuf4s50_1         11
a31oi_1                  1
a21o_1                   1
o21ai_0                  1
ha_1                     1
nor2b_1                  1
nand2b_1                 1
or2_2                    1
nor4b_4                  1
nand2_1                  2
inv_2                    1
nor3_1                   1
nand4b_1                 1
or3b_4                   1
clkbuf_4                 3
a211oi_1                 2
## stage by stage
| step | cell area [µm²] | setup WS (ps) | setup TNS (ps) |
|---|---|---|---|
| floorplan | 272 | 408 | 0 |
| global placement | 464 | -10.4 | -10.4 |
| detailed placement | 464 | -39.4 | -39.4 |
| CTS | 514 | 144 | 0 |
| global route | 514 | 122 | 0 |
| finish | 514 | 163 | 0 |
## flip-flops by register name, summed over array words and instances, names as in the netlist
signal,count
clear,1
count,1
o_acess_grant,1
value,3
## layer usage
| layer | track usage, % | share of wire, % |
|---|---|---|
| met3 | 2.05 | 15 |
| met5 | 0 | 0 |
| met1 | 2.34 | 46 |
| met4 | 0.704 | 1.2 |
| met2 | 2.97 | 38 |
## cell type report
type / instances / area [µm²]
Inverter: 1 / 3.75
Clock buffer: 3 / 22.5
Sequential cell: 6 / 124
Multi-Input combinational cell: 19 / 150
Tap cell: 46 / 57.6
Timing Repair Buffer: 17 / 156
Fill cell: 407 / 2900
## final timing paths
path	end	slack [ps]	from	cells after the start
min	value[2]	490	clear	1
min reg2reg	value[2]	490	clear	1
max	o_lock	160	value[1]	3
max reg2reg	value[2]	470	value[1]	5
## power by group through the flow
| stage | registers (W) | logic, W | clock network [W] |
|---|---|---|---|
| 5_1_grt | 0.000152 | 0.0000528 | 0.000141 |
| 6_report | 0.000151 | 0.0000494 | 0.000128 |
| 4_1_cts | 0.000151 | 0.0000492 | 0.000136 |
No activity file was given, so power comes from the tool's default toggle rates.
